===== flow/design.v =====
module alu (
    input [7:0] vec1_1,     
    input [7:0] vec1_2,     
    input [7:0] vec1_3,     
    input [7:0] vec1_4,     
    input [7:0] vec2_1,     
    input [7:0] vec2_2,     
    input [7:0] vec2_3,     
    input [7:0] vec2_4,     
    input opcode,           
    output [7:0] vec3_1,    
    output [7:0] vec3_2,    
    output [7:0] vec3_3,    
    output [7:0] vec3_4     
);
    wire [7:0] add_result_1, add_result_2, add_result_3, add_result_4;
    wire [7:0] sub_result_1, sub_result_2, sub_result_3, sub_result_4;
    assign add_result_1 = vec1_1 + vec2_1;
    assign add_result_2 = vec1_2 + vec2_2;
    assign add_result_3 = vec1_3 + vec2_3;
    assign add_result_4 = vec1_4 + vec2_4;
    assign sub_result_1 = vec1_1 - vec2_1;
    assign sub_result_2 = vec1_2 - vec2_2;
    assign sub_result_3 = vec1_3 - vec2_3;
    assign sub_result_4 = vec1_4 - vec2_4;
    assign vec3_1 = opcode ? sub_result_1 : add_result_1;
    assign vec3_2 = opcode ? sub_result_2 : add_result_2;
    assign vec3_3 = opcode ? sub_result_3 : add_result_3;
    assign vec3_4 = opcode ? sub_result_4 : add_result_4;
endmodule
module main (
    input clk,              
    input [7:0] in_vec1_1,  
    input [7:0] in_vec1_2,  
    input [7:0] in_vec1_3,  
    input [7:0] in_vec1_4,  
    input [7:0] in_vec2_1,  
    input [7:0] in_vec2_2,  
    input [7:0] in_vec2_3,  
    input [7:0] in_vec2_4,  
    input opcode,           
    output reg [7:0] out_vec3_1,  
    output reg [7:0] out_vec3_2,  
    output reg [7:0] out_vec3_3,  
    output reg [7:0] out_vec3_4   
);
    reg [7:0] reg_vec1_1, reg_vec1_2, reg_vec1_3, reg_vec1_4;
    reg [7:0] reg_vec2_1, reg_vec2_2, reg_vec2_3, reg_vec2_4;
    reg reg_opcode;
    wire [7:0] alu_out_1, alu_out_2, alu_out_3, alu_out_4;
    alu alu_inst (
        .vec1_1(reg_vec1_1),
        .vec1_2(reg_vec1_2),
        .vec1_3(reg_vec1_3),
        .vec1_4(reg_vec1_4),
        .vec2_1(reg_vec2_1),
        .vec2_2(reg_vec2_2),
        .vec2_3(reg_vec2_3),
        .vec2_4(reg_vec2_4),
        .opcode(reg_opcode),   
        .vec3_1(alu_out_1),
        .vec3_2(alu_out_2),
        .vec3_3(alu_out_3),
        .vec3_4(alu_out_4)
    );
    always @(posedge clk) begin
        reg_vec1_1 <= in_vec1_1;
        reg_vec1_2 <= in_vec1_2;
        reg_vec1_3 <= in_vec1_3;
        reg_vec1_4 <= in_vec1_4;
        reg_vec2_1 <= in_vec2_1;
        reg_vec2_2 <= in_vec2_2;
        reg_vec2_3 <= in_vec2_3;
        reg_vec2_4 <= in_vec2_4;
        reg_opcode <= opcode;   
    end
    always @(posedge clk) begin
        out_vec3_1 <= alu_out_1;
        out_vec3_2 <= alu_out_2;
        out_vec3_3 <= alu_out_3;
        out_vec3_4 <= alu_out_4;
    end
endmodule

===== flow/run.sh =====
#!/bin/bash
# OpenROAD 26Q1-2900-gdf79404cd8, Yosys 0.63+post, stock flow scripts
make -C /OpenROAD-flow-scripts/flow DESIGN_CONFIG=/design/flow/config.mk WORK_HOME=/design/flow/orfs finish

===== flow/config.mk =====
export PLATFORM = sky130hd
export DESIGN_NAME = main
export DESIGN_NICKNAME = main
export VERILOG_FILES = /design/flow/design.v
export SDC_FILE = /design/flow/constraint.sdc
export NUM_CORES = 4
export LEC_CHECK = 1
export CORE_UTILIZATION = 40

===== flow/constraint.sdc =====
current_design main

set clk_period 4.2
set clk_io_pct 0.2

create_clock -name clk0 -period $clk_period [get_ports {clk}]

set non_clock_inputs [all_inputs -no_clocks]
set_input_delay [expr $clk_period * $clk_io_pct] -clock clk0 $non_clock_inputs
set_output_delay [expr $clk_period * $clk_io_pct] -clock clk0 [all_outputs]

==> impl_metrics.ini <==
; implementation run metrics
[power_and_ir_drop]
internal_power_mw = 1.69
p_leak_nw = 2.10
pwr-share-clk_pct = 26.9
power_frac_comb_pct = 23.3
p_seq_share_pct = 49.8
p_per_area_mw_per_mm2 = 442
switching_share_pct = 22.8
ir_worst_vdd_v = 0.000174
netSwitchingPower_mw = 0.498

[drt]
drtIter0Drc = 34
drc = 0
detail-route-antenna-nets = 0
wl_per_cell_um = 10.4
vias = 2405
n_antenna_cell = 0
wl_um = 5670
first_pass_iters = 4
viasPerCell = 4.40

[clock_tree]
cts_made_buffers = 9
cts_tree = yes
path_clk_slew_ns = 0.09
postCtsHoldBufs = 0
cts_root_buf = clkbuf_8
clkLatencyLatePin_ns = 0.35
clkSinkCount = 97
cts-resized-gates = 0
h-tree-depth = 3
clockBufferDepth = 2
cts_setup_buffers = 0

[grt]
grt_overflow = 0
grt_max_degree = 29
grt_pass1_vias = 2304
antenna_found_initial = 0
grt_usage_pct = 13.0
grt_pass1_wl_um = 9890

[finish]
final_area_sq_mm = 0.00493
logic_area_sq_mm = 0.00155
drive_gt1_share_pct = 4.33
fin_util_pct = 56.3
area_growth_pct = 35.7
seqCellArea_sq_mm = 0.00194
fill_cells = 749

[synth]
ys_seq_share_pct = 53.4
synth.distinct_cells = 21
netlist_logic_family_top = adder cells
syn_inst = 328
numSynthFlops = 97
ys_sh_adder_pct = 13.2
yosys_area_sq_mm = 0.00364
syn_area_sq_mm = 0.00364
syn-mean-instance-area_sq_um = 11.1
yosys_warnings = 1
ys_cells = 328
ys_sh_mux_pct = 1.10
xor_area_share_pct = 12.5
ys_sh_simple_pct = 6.74
ys_sh_aoi_pct = 8.94

[placement]
pre_cts_slack_ns = 2.01
gp_congestion = 0.793
io_buffers = 97
placed_area_sq_mm = 0.00474
place_hpwl_um = 4390

[floorplanning]
fp_util_pct = 41.5
ioPinCount = 98
core_area_sq_mm = 0.00876
die_area_sq_mm = 0.00948
rows = 34
die_height_um = 97.4
die_w_um = 97.4

[worst_setup_path]
startpoint_type = flop
required_ns = 4.48
worst_ep_arrival_time_ns = 2.44
path_class = flop to flop
end_kind = flop
crit_fanout = 28

[timing]
fmax_mhz = 462
finalClockSkew_ns = 0.00864
setup_ws_ns = 2.03
fin_setup_tns_ns = 0
fin_crit_ns = 2.17
setup_viol = 0
hold_viol = 0
post-route-period-util_pct = 51.6
tightestPinTransition_ns = 0.395
rsz0062_at_grt = no
maxSlewHeadroom_pct = 73.4
drv_slew = 0

[outcome]
status = finished, final reports clean

[flow_run]
log.warning_count = 25
maxCapViolCount = 0

[worst_hold_path]
hold_class = flop to flop
[sequential cells by signal, summed over array words and instances, names as in the netlist]
| name | flops |
|---|---|
| reg_vec2_1 | 8 |
| reg_opcode | 1 |
| reg_vec2_2 | 8 |
| reg_vec2_4 | 8 |
| out_vec3_3 | 8 |
| out_vec3_2 | 8 |
| reg_vec1_3 | 8 |
| reg_vec1_2 | 8 |
| reg_vec2_3 | 8 |
| reg_vec1_1 | 8 |
| out_vec3_1 | 8 |
| out_vec3_4 | 8 |
| reg_vec1_4 | 8 |
[per-layer routing]
layer,wire [um],vias up,global-route usage (%)
li1,-,1304,-
met1,2720,1027,18.7
met2,2540,68,21.1
met3,317,6,3.07
met4,92,0,1.81
met5,0,-,0
[worst max-delay path, cell delays in order, from the launching register on]
cell and delay, ns:
dfxtp_1 0.32, buf_4 0.29, mux2i_1 0.33, ha_1 0.28
nor2b_1 0.14, o2111ai_1 0.17, nand3_1 0.14, o41ai_2 0.28
xnor2_1 0.15
[placed cells by master, fill, tap and decap left out, drive strengths merged]
cell | netlist | layout
a21o | 4 | 4
a21oi | 12 | 12
a31oi | 12 | 12
buf | 3 | 1
bufinv | 0 | 1
clkbuf | 0 | 12
clkdlybuf4s50 | 0 | 97
clkinvlp | 0 | 3
dfxtp | 97 | 97
fa | 4 | 4
ha | 32 | 32
inv | 36 | 36
mux2i | 4 | 4
nand2 | 4 | 4
nand3 | 8 | 8
nor2 | 28 | 28
nor2b | 4 | 4
nor3 | 12 | 12
o2111ai | 4 | 4
o21a | 4 | 4
o21bai | 4 | 4
o41ai | 4 | 4
xnor2 | 44 | 44
xor2 | 8 | 8
[metrics by stage]
step,hold slack (ns),cells,power (mW)
2_1_floorplan,0.496,328,1.34
3_3_place_gp,0.519,531,1.62
3_5_place_dp,0.513,531,1.63
4_1_cts,0.527,547,2.23
5_1_grt,0.541,547,2.33
6_report,0.517,547,2.18
[cells by family after synthesis]
logic type / Yosys count
buffers and inverters: 39
adders and majority gates: 36
AOI/OAI and AO/OA: 44
and+or+nand+nor: 56
xor gates and xnor gates: 52
muxes: 4
DFF: 97
[final cells by class]
| class | count | area share [%] |
|---|---|---|
| tap | 108 | 2.74 |
| timing repair buffer | 98 | 19.8 |
| sequential | 97 | 39.4 |
| multi-input combinational | 192 | 31.3 |
| inverter | 36 | 2.74 |
| clock buffer | 12 | 2.94 |
| clock inverter | 4 | 1.06 |
[power groups by stage]
stage / clock, mW / combinational [mW] / sequential (mW)
6_report: 0.588 / 0.509 / 1.09
5_1_grt: 0.662 / 0.570 / 1.10
4_1_cts: 0.620 / 0.519 / 1.09
[cells in the mapped netlist, drive strengths merged]
cell type	count	area (sq um)
a21o	4	30.0
a21oi	12	60.1
a31oi	12	75.1
buf	3	13.8
dfxtp	97	1940
fa	4	80.1
ha	32	400
inv	36	135
mux2i	4	40.0
nand2	4	15.0
nand3	8	40.0
nor2	28	105
nor2b	4	25.0
nor3	12	60.1
o2111ai	4	35.0
o21a	4	30.0
o21bai	4	30.0
o41ai	4	65.1
xnor2	44	385
xor2	8	70.1
[final timing paths]
path / start / end / slack (ns) / cells past startpoint
max: reg_opcode$_DFF_P_ / out_vec3_2[7]$_DFF_P_ / 2.03 / 8
min: reg_vec1_3[0]$_DFF_P_ / out_vec3_3[0]$_DFF_P_ / 0.52 / 3
max reg2reg: reg_opcode$_DFF_P_ / out_vec3_2[7]$_DFF_P_ / 2.03 / 8
min reg2reg: reg_vec1_3[0]$_DFF_P_ / out_vec3_3[0]$_DFF_P_ / 0.52 / 3
Power figures rest on the tool's default switching activity, not on a simulated workload.
